[flow/config.mk]
export PLATFORM = sky130hd
export DESIGN_NAME = fail_safe
export DESIGN_NICKNAME = fail_safe
export VERILOG_FILES = /design/flow/design.v
export SDC_FILE = /design/flow/constraint.sdc
export NUM_CORES = 4
export LEC_CHECK = 1
export CORE_UTILIZATION = 50
[flow/run.sh]
#!/bin/bash
# OpenROAD 26Q1-2900-gdf79404cd8, Yosys 0.63+post, stock flow scripts
make -C /OpenROAD-flow-scripts/flow DESIGN_CONFIG=/design/flow/config.mk WORK_HOME=/design/flow/orfs finish
[flow/design.v]
module fail_safe(
    input        clock,
    input        n_reset,
    input [11:0] active_width,
    input [10:0] line_num,
    output       Line_High_err,
    output       Line_Low_err,
    output       width_High_err,
    output       width_Low_err,
    output reg   OK
);
parameter ACTIVE_WIDTH = 12'd1920;
parameter LINE_NUM     = 11'd1080;
reg [2:0] present_state, next_state;
parameter IDLE                 = 3'd0;
parameter READY                = 3'd1;
parameter EACH_LINE_DETECTION  = 3'd2;
parameter LINE_CHECK           = 3'd3;
parameter ERROR                = 3'd4;
parameter TOTAL_LINE_DETECTION = 3'd5;
wire idle_flag     = (present_state == IDLE)                 ? 1'b1 : 1'b0;
wire ready_flag    = (present_state == READY)                ? 1'b1 : 1'b0;
wire error_flag    = (present_state == ERROR)                ? 1'b1 : 1'b0;
wire eld_flag      = (present_state == EACH_LINE_DETECTION)  ? 1'b1 : 1'b0;
wire line_che_flag = (present_state == LINE_CHECK)           ? 1'b1 : 1'b0;
wire tld_flag      = (present_state == TOTAL_LINE_DETECTION) ? 1'b1 : 1'b0;
always@(negedge n_reset, posedge clock)
    if(!n_reset)
        present_state <= IDLE;
    else
        present_state <= next_state;
always@(*) begin
    next_state = present_state;
    case(present_state)
        IDLE                 : next_state = (idle_flag & ((active_width_in > 0) | (line_num_in > 0)))  ? READY : IDLE;
        READY                : next_state = (ready_flag & (ready_cnt == 2'd3))                         ? EACH_LINE_DETECTION : READY;
        EACH_LINE_DETECTION  : next_state = (eld_flag & (aw_clk_cnt == active_width))                  ? LINE_CHECK : EACH_LINE_DETECTION;
        LINE_CHECK           : next_state = (line_che_flag) ? 
                                            ((line_index == line_num) ? TOTAL_LINE_DETECTION :
                                             ((line_index != line_num) ? 
                                              ((aw_clk_exact) ? EACH_LINE_DETECTION :
                                               ((aw_clk_over | aw_clk_low) ? ERROR : LINE_CHECK)) : LINE_CHECK)) : LINE_CHECK;
        ERROR                : next_state = (error_flag & (error_cnt == 4'd15))                         ? IDLE : ERROR;
        TOTAL_LINE_DETECTION : next_state = (tld_flag) ? ((line_over | line_low) ? ERROR : (line_exact) ? IDLE : TOTAL_LINE_DETECTION) : TOTAL_LINE_DETECTION;
    endcase
end
reg [11:0] active_width_in;
reg [10:0] line_num_in;
always@(negedge n_reset, posedge clock)
    if(!n_reset) begin
        active_width_in <= 12'b0;
        line_num_in     <= 11'b0;
    end
    else begin
        active_width_in <= active_width;
        line_num_in     <= line_num;
    end
reg [1:0] ready_cnt;
always@(negedge n_reset, posedge clock)
    if(!n_reset)
        ready_cnt <= 2'b0;
    else
        ready_cnt <= (ready_flag) ? ready_cnt + 1 : 2'b0;
reg eld_flag_1d, eld_flag_2d;
wire eld_flag_negedge = ~eld_flag_1d & eld_flag_2d;
always@(negedge n_reset, posedge clock)
    if(!n_reset) begin
        eld_flag_1d <= 1'b0;
        eld_flag_2d <= 1'b0;
    end
    else begin
        eld_flag_1d <= eld_flag;
        eld_flag_2d <= eld_flag_1d;
    end
reg [11:0] aw_clk_cnt;
always@(negedge n_reset, posedge clock)
    if(!n_reset)
        aw_clk_cnt <= 12'b0;
    else
        aw_clk_cnt <= (~eld_flag) ? 12'b0 : 
                      (aw_clk_over | aw_clk_low | aw_clk_exact) ? 12'b0 :
                      (aw_clk_cnt == active_width) ? 12'b0 : aw_clk_cnt + 1'b1;
reg [11:0] aw_clk_cnt_1d, aw_clk_cnt_2d;
always@(negedge n_reset, posedge clock)
    if(!n_reset) begin
        aw_clk_cnt_1d <= 12'b0;
        aw_clk_cnt_2d <= 12'b0;
    end
    else begin
        aw_clk_cnt_1d <= aw_clk_cnt;
        aw_clk_cnt_2d <= aw_clk_cnt_1d;
    end
assign aw_clk_over    = (eld_flag_negedge & (aw_clk_cnt_2d > ACTIVE_WIDTH))  ? 1'b1 : 1'b0;
assign width_High_err = aw_clk_over;
assign aw_clk_low     = (eld_flag_negedge & (aw_clk_cnt_2d < ACTIVE_WIDTH)) ? 1'b1 : 1'b0;
assign width_Low_err  = aw_clk_low;
wire aw_clk_exact     = (eld_flag_negedge & (aw_clk_cnt_2d == ACTIVE_WIDTH)) ? 1'b1 : 1'b0;
reg [3:0] error_cnt;
always@(negedge n_reset, posedge clock)
    if(!n_reset)
        error_cnt <= 4'b0;
    else
        error_cnt <= (error_flag) ? error_cnt + 1'b1 : 4'b0;
reg [10:0] line_index;
always@(negedge n_reset, posedge clock)
    if(!n_reset)
        line_index <= 11'b0;
    else
        line_index <= (idle_flag)    ? 11'b0 :
                      (aw_clk_exact) ? line_index + 1 : line_index;
reg [10:0] line_index_1d;
always@(negedge n_reset, posedge clock)
    if(!n_reset)
        line_index_1d <= 11'b0;
    else
        line_index_1d <= line_index;
wire line_low;
assign line_low = (tld_flag & (line_index_1d < LINE_NUM)) ? 1'b1 : 1'b0;
assign Line_Low_err = line_low;
wire line_over;
assign line_over = (tld_flag & (line_index_1d > LINE_NUM)) ? 1'b1 : 1'b0;
assign Line_High_err = line_over;
wire line_exact;
assign line_exact = (tld_flag & (line_index_1d == LINE_NUM)) ? 1'b1 : 1'b0;
always@(negedge n_reset, posedge clock)
    if(!n_reset)
        OK <= 1'b0;
    else
        OK <= (line_exact) ? 1'b1 : 1'b0;
endmodule
[flow/constraint.sdc]
current_design fail_safe

set clk_period 2.8
set clk_io_pct 0.2

create_clock -name clk0 -period $clk_period [get_ports {clock}]

set non_clock_inputs [all_inputs -no_clocks]
set_input_delay [expr $clk_period * $clk_io_pct] -clock clk0 $non_clock_inputs
set_output_delay [expr $clk_period * $clk_io_pct] -clock clk0 [all_outputs]
==> results.cfg <==
; synthesis and place-and-route metrics
[outcome]
status = complete, no violations

[global_route]
grt_usage_pct = 20.99
grt-ovfl-total = 0
antenna_found_initial = 0
grt_max_degree = 50
grt_pass1_wl_um = 11360
grt_pass1_vias = 2214

[floorplanning]
dieArea_mm2 = 0.007538
rows = 30
die_y_um = 86.82
die_w_um = 86.82
core_area_mm2 = 0.006869
num_io_pins = 30
fp-utilization_pct = 52.37

[worst_setup_path]
critPathKind = reg -> out
cp-start-kind = flip-flop
cp_max_fo = 3
cp-end-kind = primary output
cp.arrival_ns = 1.88
required_ns = 2.24

[timing]
skew_ns = 0.01096
period_used_pct = 87.20
period_needed_ns = 2.441
setup_tns_ns = 0
rsz0062_at_grt = false
setup_viol = 0
slew_violations = 0
worst_pin_slew_ns = 0.5906
fmax_mhz = 409.6
worst_hold_slack_ns = 0.2070
hold_viol = 0
slew_headroom_pct = 60.63

[power]
power.total_w = 0.002868
power_density_mw_per_mm2 = 681.9
p_leak_nw = 1.810
ir_drop_mv = 0.4347

[place]
dpl.hpwl_um = 4653
dp.cells = 403
gp_congestion = 0.8236
port-buffer-count = 29

[synthesis]
synthFlopType = dfrtp_1
synthArstFlopShare_pct = 100.0
yosys.cell_types.count = 36
synth_seq_share_pct = 66.82
syn-cell-area_mm2 = 0.003597
synth_cells = 281
synth_chip_area_mm2 = 0.003597
yosysCellCount = 281
syn-mean-instance-area_um2 = 12.80
ys_warn_count = 3
ys_ff = 96
synth-edff-count = 0

[route]
wl_per_cell_um = 15.75
dr_total_vias = 2176
routed_wl_um = 6599
first_iter_violations = 83
ant_nets = 0
via_per_inst = 5.193
drc = 0
firstDrtPassIters = 4
diodes = 0

[cells_and_area]
area_delta_synth_final_pct = 16.94
final.fill_count = 545
drive_gt1_share_pct = 7.740
stdcell_count = 419

[clocking]
htreeDepth = 3
cts_tree = built
cts_buffers = 9
clock_latency_ns = 0.35
clkTransAtPathRegs_ns = 0.09
numClockSinks = 96
cts_max_path_buffers = 2
post_cts_resize_count = 0
cts-root-buf = clkbuf_8
holdBufCountCts = 0
cts_setup_buffers = 0

[job]
warning_count = 25
drv_cap = 0

[worst_hold_path]
hold_path.class = in -> async
==> synthesized netlist by cell type (5+ instances only) <==
cell / n / area share, %
nor3_1: 7 / 0.97
xor2_1: 10 / 2.4
inv_1: 6 / 0.63
nand2_1: 10 / 1.0
xnor2_1: 25 / 6.1
clkbuf_1: 5 / 0.52
o31ai_1: 5 / 1.0
nor4_1: 8 / 1.4
dfrtp_1: 95 / 66
nand4_1: 11 / 1.9
nand3_1: 11 / 1.5
nor2_1: 21 / 2.2
a21oi_1: 12 / 1.7
nor2b_1: 6 / 1.0
o21ai_0: 5 / 0.70
==> registers in the layout (all words and copies together) (netlist names) <==
signal,count
active_width_in,12
aw_clk_cnt,12
aw_clk_cnt_1d,12
aw_clk_cnt_2d,12
line_index,11
line_index_1d,11
line_num_in,11
present_state,6
error_cnt,4
ready_cnt,2
OK,1
eld_flag_1d,1
eld_flag_2d,1
==> worst max-delay path, stage by stage (launching register included) <==
cell and delay (ns):
dfrtp_1 0.39, and4b_1 0.31, nor2_1 0.07, a21o_1 0.15, a21oi_1 0.14, clkdlybuf4s50_1 0.47
==> final timing paths <==
check / endpoint / slack [ns] / startpoint / cells after the start
max in group asynchronous: present_state[0] / 1.89 / n_reset / 2
hold reg to reg: aw_clk_cnt_2d[2] / 0.34 / aw_clk_cnt_1d[2] / 0
min in group clk0: aw_clk_cnt_2d[2] / 0.34 / aw_clk_cnt_1d[2] / 0
setup reg to reg: line_index[10] / 0.83 / line_index[1] / 5
hold / removal: error_cnt[0] / 0.21 / n_reset / 1
setup / recovery: Line_High_err / 0.36 / line_index_1d[6] / 5
==> kinds of logic after synthesis <==
logic type	after synthesis	synth area share, %
buf+inv	13	1.426
simple gates	101	15.79
compound gates	29	5.113
flops	96	66.82
mux	3	0.9391
fa+ha+maj	4	1.391
xor+xnor	35	8.522
==> cell type report <==
| type | instances | area (um2) | share of cell area (%) |
|---|---|---|---|
| multi-input cells | 172 | 1142 | 27.16 |
| inverters | 6 | 22.52 | 0.5354 |
| clock inverters | 5 | 56.30 | 1.338 |
| well taps | 96 | 120.1 | 2.855 |
| flip-flops and latches | 96 | 2404 | 57.14 |
| clock buffers | 11 | 131.4 | 3.123 |
| repair buffers | 33 | 330.3 | 7.852 |
==> report_power, final <==
part	internal [W]	switching [W]	total, W	leakage, nW
registers	0.00156	0.000151	0.00172	1.22
clock network	0.000414	0.000455	0.000869	0.0937
logic	0.000144	0.000140	0.000284	0.492
total	0.00212	0.000745	0.00287	1.81
==> cell usage in the layout, fill, tap and decap left out, types with 7 or more instances in the layout <==
| cell type | n |
|---|---|
| dfrtp_1 | 95 |
| clkdlybuf4s50_1 | 28 |
| xnor2_1 | 25 |
| nor2_1 | 21 |
| a21oi_1 | 12 |
| nand4_1 | 11 |
| nand3_1 | 11 |
| xor2_1 | 10 |
| nand2_1 | 10 |
| clkbuf_8 | 9 |
| nor4_1 | 8 |
| nor3_1 | 7 |
==> routing by layer <==
| metal | GRT usage (%) | wire (um) | up-vias |
|---|---|---|---|
| met2 | 27.92 | 2717 | 43 |
| li1 | - | - | 1065 |
| met1 | 39.38 | 3501 | 1060 |
| met5 | 0 | 0 | - |
| met4 | 2.879 | 82 | 0 |
| met3 | 3.768 | 298 | 8 |
==> through the flow <==
step,util [%],cell area (um2),setup slack [ns]
global route,61.24,4207,0.2132
floorplan,-,3597,1.091
CTS,61.24,4207,0.3194
detailed placement,58.51,4019,0.6473
global placement,58.51,4019,0.6663
finish,61.24,4207,0.3585
Power figures rest on the tool's default switching activity, not on a simulated workload.
