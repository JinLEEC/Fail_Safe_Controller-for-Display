===== flow/run.sh =====
#!/bin/bash
# OpenROAD 26Q1-2900-gdf79404cd8, Yosys 0.63+post, stock flow scripts
make -C /OpenROAD-flow-scripts/flow DESIGN_CONFIG=/design/flow/config.mk WORK_HOME=/design/flow/orfs finish

===== flow/config.mk =====
export PLATFORM = sky130hd
export DESIGN_NAME = pattern_gen
export DESIGN_NICKNAME = pattern_gen
export VERILOG_FILES = /design/flow/design.v
export SDC_FILE = /design/flow/constraint.sdc
export NUM_CORES = 4
export LEC_CHECK = 1
export CORE_UTILIZATION = 40

===== flow/constraint.sdc =====
current_design pattern_gen

set clk_period 5.2
set clk_io_pct 0.2

create_clock -name clk0 -period $clk_period [get_ports {clock}]

set non_clock_inputs [all_inputs -no_clocks]
set_input_delay [expr $clk_period * $clk_io_pct] -clock clk0 $non_clock_inputs
set_output_delay [expr $clk_period * $clk_io_pct] -clock clk0 [all_outputs]

===== flow/design.v =====
module pattern_gen(
    input           clock,
    input           n_reset,
    input           start,
    output          h_sync,  
    output          v_sync,  
    output reg      d_en,
    output [7:0]    data
);
reg [1:0] present_state, next_state;
parameter IDLE  = 2'd0;
parameter READY = 2'd1;
parameter SEND  = 2'd2;
wire idle_flag  = (present_state == IDLE)  ? 1'b1 : 1'b0;
wire ready_flag = (present_state == READY) ? 1'b1 : 1'b0;
wire send_flag  = (present_state == SEND)  ? 1'b1 : 1'b0;
always@(negedge n_reset, posedge clock)
    if(!n_reset)
        present_state <= IDLE;
    else
        present_state <= next_state;
always@(*) begin
    next_state = present_state;
    case(present_state)
        IDLE  : next_state = (idle_flag  & start_posedge)          ? READY : IDLE;
        READY : next_state = (ready_flag & (ready_cnt == 2'd3))    ? SEND : READY;
        SEND  : next_state = (send_flag  & (clk_1920 == 11'd1920)) ? IDLE : SEND;
    endcase
end
reg start_1d, start_2d;
wire start_posedge = start_1d & ~start_2d;
always@(negedge n_reset, posedge clock)
    if(!n_reset) begin
        start_1d <= 1'b0;
        start_2d <= 1'b0;
    end
    else begin
        start_1d <= start;
        start_2d <= start_1d;
    end
assign h_sync = ready_flag;
assign v_sync = (ready_flag & (line_index == 11'b0));
reg [1:0] ready_cnt;
always@(negedge n_reset, posedge clock)
    if(!n_reset)
        ready_cnt <= 2'b0;
    else
        ready_cnt <= (ready_flag) ? ready_cnt + 1'b1 : 2'b0;
reg [10:0] clk_1920;
always@(negedge n_reset, posedge clock)
    if(!n_reset)
        clk_1920 <= 11'b0;
    else
        clk_1920 <= (~d_en) ? 11'b0 :
                    (clk_1920 == 11'd1920) ? 11'b0 : clk_1920 + 1'b1;
always@(negedge n_reset, posedge clock)
    if(!n_reset)
        d_en <= 1'b0;
    else
        d_en <= (idle_flag) ? 1'b0 :
                (send_flag & (clk_1920 != 11'd1920)) ? 1'b1 : 1'b0;
reg [2:0] clk_7;
always@(negedge n_reset, posedge clock)
    if(!n_reset)
        clk_7 <= 3'b0;
    else
        clk_7 <= (~d_en) ? 3'b0 :
                 (clk_7 == 3'd6 | (clk_1920 == 11'd1919)) ? 3'b0 : clk_7 + 1'b1;
reg [8:0] clk7_index;
always@(negedge n_reset, posedge clock)
    if(!n_reset)
        clk7_index <= 9'b0;
    else
        clk7_index <= (~d_en | (clk_1920 == 11'd1919)) ? 9'b0 :
                      (clk_7 == 3'd6) ? clk7_index + 1'b1 : clk7_index;
reg [7:0] pixel_data;
always@(negedge n_reset, posedge clock)
    if(!n_reset)
        pixel_data <= 8'b0;
    else
        pixel_data <= (~d_en | (pixel_data == 8'd255) | (clk7_index < 9'd9) | (clk7_index >= 9'd264)) ? 8'b0 :
                      (clk_7 == 3'd6) ? pixel_data + 1'b1 : pixel_data;
assign data = pixel_data;
reg [10:0] line_index;
always@(negedge n_reset, posedge clock)
    if(!n_reset)
        line_index <= 11'b0;
    else
        line_index <= (clk_1920 == 11'd1919) ? 
                      ((line_index == 11'd1079) ? 11'b0 : line_index + 1'b1) : line_index; 
endmodule

==> impl_metrics.yaml <==
# synthesis and place-and-route metrics
timing:
  rsz0062_at_grt: "false"
  finalClockSkew_ps: 5.49
  setup_tns_ps: 0
  number_of_endpoints_with_negative_hold_slack_in_the_final_report: 0
  setup_viol: 0
  timing.final.crit_share_pct: 57.9
  timing_max_transition_violations_final: 0
  minimum_clock_period_after_layout_ps: 3010
  clock.fmax_mhz: 332
  worstMarginPinSlew_ps: 811
  timing.max_slew.rel_slack_pct: 45.5
synth:
  post_synth_xor_area_fraction_pct: 10.9
  syn_area_mm2: 0.00241
  synth_area_per_cell_um2: 10.1
  yosysChipArea_mm2: 0.00241
  number_of_different_library_cells_in_the_post_synthesis_netlist: 36
  logic_family: "simple AND/OR/NAND/NOR gates"
  synthesis.instances: 238
  ys_sh_aoi_pct: 4.04
  count_of_instantiated_cells_in_the_yosys_netlist: 238
  simple_gate_share_pct: 24.9
  ys_ff: 50
  mux_area_fraction_pct: 0.415
  ys_seq_share_pct: 51.9
  synth_warnings: 1
  ys_sh_adder_pct: 5.18
routing:
  firstDrtPassIters: 4
  drtIter0Drc: 87
  post-route-drc-count: 0
  routed_wl_mm: 4.22
  num_vias: 1669
  insertedDiodeCount: 0
  antenna_left: 0
  route.detailed.vias_per_inst: 5.07
  avgRoutedWirePerCell_um: 12.8
clock_network:
  cts_root_buffer: "sky130_fd_sc_hd__clkbuf_8"
  htreeDepth: 2
  cts-resized-gates: 0
  post-cts-setup-buffers: 0
  clkLatencyLatePin_ps: 300
  clock-sinks: 50
  cts_buffers: 5
  clockBufferDepth: 2
  cts.clk_slew.worst_paths_ps: 90
  tritoncts_clock_tree: "built"
  cts.hold.buffers_added: 0
worst_setup_path:
  endpoint_kind: "primary output"
  start_kind: "flop"
  path_class: "reg -> out"
  critPathMaxFanout: 3
  worstPathRequired_ps: 4160
  timing.critical_path.arrival_ps: 1970
cells_and_area:
  commonest_cells_after_routing_fill_and_taps_aside: "sky130_fd_sc_hd__dfrtp_1 (49), sky130_fd_sc_hd__nor2_1 (30), sky130_fd_sc_hd__nand2_1 (20), sky130_fd_sc_hd__xnor2_1 (17)"
  post_route_cells_drive_above_1_share_pct: 6.61
  area_growth_pct: 12.6
  fin_cells: 329
  top_logic_cell_by_instance_count_in_the_layout: "sky130_fd_sc_hd__dfrtp_1"
  final_layout_fill_cell_count: 518
flow_run:
  openroad.warnings: 30
  drv_cap: 0
global_routing:
  grt_pass1_vias: 1622
  grt_antenna_before_repair: 0
  top_usage_layer: "met1"
  gr-usage-met1_pct: 25.1
  grt_start_max_net_pins: 51
  grtUsageMet2_pct: 22.1
  grt.met3_usage_pct: 3.36
  wire_length_of_the_first_global_routing_pass_mm: 7.53
  grt_use_total_pct: 15.4
  grt-ovfl-total: 0
die:
  die-area_mm2: 0.00635
  io_pins: 14
  die_height_um: 79.7
  fp_util_pct: 42.5
  die_w_um: 79.7
  fp.coreArea_mm2: 0.00568
  core.rowCount: 27
placement:
  placement.io_buffers: 13
  placed_cells_incl_taps: 321
  hpwl_mm: 2.81
  finalWeightedCongestion: 0.856
pwr:
  power.leakage_nw: 1.13
  ir_drop_mv: 0.0937
  power-per-cell-area_mw_per_mm2: 233
min_path:
  timing.hold.worst.class: "reg -> reg"
status:
  run_status: "completed"
-- cells in the mapped netlist, drive strengths merged --
cell type / count / area (um^2)
and4: 2 / 17.5
dfrtp: 49 / 1230
o22ai: 1 / 6.26
nand3: 14 / 70.1
xnor2: 17 / 149
nand2: 20 / 75.1
clkbuf: 2 / 7.51
o31a: 1 / 8.76
or4: 4 / 33.8
nor4: 3 / 25.0
mux2i: 1 / 10.0
nor3: 14 / 70.1
o31ai: 1 / 7.51
nand4: 11 / 83.8
xor2: 13 / 114
nand3b: 1 / 7.51
o21ai: 9 / 45.0
nor4b: 1 / 8.76
dfstp: 1 / 26.3
and2: 3 / 18.8
inv: 14 / 52.6
a22oi: 1 / 12.5
nand4b: 3 / 26.3
buf: 1 / 5.00
a21oi: 2 / 10.0
nand2b: 1 / 6.26
and3: 4 / 26.3
a21o: 1 / 7.51
or3: 3 / 20.0
ha: 10 / 125
nor2: 30 / 113
-- cell type report --
type	instances	area [um^2]	area share, %
inverter	14	52.6	1.93
timing repair buffer	14	133	4.88
multi-input combinational	171	1100	40.3
sequential	50	1250	46.0
clock buffer	6	82.6	3.04
clock inverter	2	12.5	0.460
tap	72	90.1	3.31
-- where the power goes --
group | internal, mW | total, mW | switching (mW) | leakage [nW]
Clock | 0.107 | 0.236 | 0.129 | 0.0472
Combinational | 0.00155 | 0.00899 | 0.00744 | 0.390
Sequential | 0.389 | 0.390 | 0.000399 | 0.691
Total | 0.498 | 0.635 | 0.137 | 1.13
-- registers in the layout, indices dropped and copies added (netlist names), 2 cells and up --
register / cells
pixel_data: 8
line_index: 11
clk7_index: 9
ready_cnt: 2
clk_1920: 11
clk_7: 3
present_state: 3
-- critical path: stages (launching register included) --
cell                              delay (ps)
sky130_fd_sc_hd__dfrtp_1                 410
sky130_fd_sc_hd__or4_1                   570
sky130_fd_sc_hd__nor3_1                  200
sky130_fd_sc_hd__clkdlybuf4s50_1         490
-- metal layers --
metal | up-vias | share of wire, %
met5 | - | 0
met4 | 0 | 1.4
met3 | 5 | 4.1
met2 | 26 | 42
met1 | 785 | 53
li1 | 853 | -
-- logic make-up after synthesis --
group / Yosys count
DFF: 50
buffers and inverters: 17
AOI/OAI and AO/OA: 16
muxes: 1
and+or+nand+nor: 114
adders and majority gates: 10
xor gates and xnor gates: 30
-- through the flow --
step / hold WS (ps) / area [um^2] / total power, mW / utilization [%] / worst slack (ps)
after floorplan: 374 / 2410 / 0.398 / - / 3120
after global placement: 386 / 2630 / 0.407 / 46.3 / 2530
after detailed placement: 388 / 2630 / 0.407 / 46.3 / 2510
after CTS: 410 / 2720 / 0.647 / 47.9 / 2160
after global routing: 439 / 2720 / 0.664 / 47.9 / 2080
final: 407 / 2720 / 0.635 / 47.9 / 2190
-- final timing paths --
kind	from	end	slack, ps	cells past startpoint
max reg2reg	clk_1920[0]	line_index[3]	3100	5
min	start_1d	start_2d	410	0
min reg2reg	start_1d	start_2d	410	0
min in group asynchronous	n_reset	clk_1920[7]	830	2
max in group asynchronous	n_reset	clk_1920[8]	3940	2
max	line_index[9]	v_sync	2190	3
Power figures rest on the tool's default switching activity, not on a simulated workload.
